`flow/run.sh`:
```
#!/bin/bash
# OpenROAD 26Q1-2900-gdf79404cd8, Yosys 0.63+post, stock flow scripts
make -C /OpenROAD-flow-scripts/flow DESIGN_CONFIG=/design/flow/config.mk WORK_HOME=/design/flow/orfs finish
```
`flow/config.mk`:
```
export PLATFORM = sky130hd
export DESIGN_NAME = alu
export DESIGN_NICKNAME = alu
export VERILOG_FILES = /design/flow/design.v
export SDC_FILE = /design/flow/constraint.sdc
export NUM_CORES = 4
export LEC_CHECK = 1
export CORE_AREA = 10 10 70 70
export DIE_AREA = 0 0 80 80
```
`flow/constraint.sdc`:
```
current_design alu

set clk_period 3.7
set clk_io_pct 0.2

create_clock -name clk0 -period $clk_period

set non_clock_inputs [all_inputs -no_clocks]
set_input_delay [expr $clk_period * $clk_io_pct] -clock clk0 $non_clock_inputs
set_output_delay [expr $clk_period * $clk_io_pct] -clock clk0 [all_outputs]
```
`flow/design.v`:
```
module alu(DATA1,DATA2,ZERO,RESULT,SELECT);
	input [7:0] DATA1;					 
	input signed [7:0] DATA2;			 
	input [2:0] SELECT;					 
	output reg signed[7:0] RESULT;		 
	output reg[0:0] ZERO;
	wire [7:0] FORWARD_RESULT,AND_RESULT,OR_RESULT,ADD_RESULT;  
	FORWARD myforward(DATA2,FORWARD_RESULT);
	AND myand(DATA1,DATA2,AND_RESULT);
	OR myor(DATA1,DATA2,OR_RESULT);
	ADD myadd(DATA1,DATA2,ADD_RESULT);
	always @(SELECT or FORWARD_RESULT or AND_RESULT or ADD_RESULT or OR_RESULT)
	begin
		case(SELECT)
			3'b000 : RESULT = FORWARD_RESULT; 
			3'b001 : RESULT = ADD_RESULT;
			3'b010 : RESULT = AND_RESULT;
			3'b011 : RESULT = OR_RESULT;
			default:RESULT = 8'b0;
		endcase
		if((SELECT == 3'b001) && (ADD_RESULT == 0)) begin
			ZERO = 1'b1;
		end else
			ZERO = 1'b0;
	end	
endmodule	
module FORWARD(IN,OUT);
	input [7:0] IN;		 
	output [7:0] OUT;	 
	assign #1 OUT = IN;  
endmodule	 
module AND(IN1,IN2,OUT);
	input [7:0] IN1,IN2;  
	output [7:0] OUT;	  
	assign #1 OUT = IN1 & IN2;  
endmodule	 
module OR(IN1,IN2,OUT);
	input [7:0] IN1,IN2;  
	output [7:0] OUT;     
	assign #1 OUT = IN1 | IN2;	 
endmodule	 
module ADD(IN1,IN2,OUT);
	input [7:0] IN1;			 
	input signed [7:0] IN2;		 
	output signed [7:0] OUT;	 
	assign #2 OUT=IN1+IN2;	 
endmodule	 
```
==> out/qor.txt <==
Routed vias/inst: 4.402
Share of layout cells above drive strength 1: 0.2230
Slew headroom: 0.8004
Most common logic cells in the final layout: clkdlybuf4s50_1, inv_1, ha_1, buf_4, nor2_1
Synth-to-Final Area Change: 55.92%
Total GRT Usage: 0.06694
DP HPWL: 1793 µm
Die ar.: 0.006400 mm²
Largest net degree at the start of global routing: 17
Post-DRT Antenna Nets: 0
Final setup vio count: 0
Top cell area share: 0.2492
Die y size: 80 µm
Seq share, synth: 0
Final core occ: 0.3667
Mean Syn Cell Area: 7.109 µm²
RSZ-0062 raised after global routing: no
Core region area: 0.003416 mm²
Total grt overflow: 0
Commonest Layout Cell: clkdlybuf4s50_1
DR vias: 854
Cell Count, Final, Fillers Out: 194
PD cells: 123.3 mW/mm²
Number of I/O pins: 28
Hold_buf cts: 0
CP endpoint kind: output port
Max Cap Violations: 0
Unique cell types: 32
Placed Cells: 193
Seq cells: 0
Final setup TNS: 0 ns
Vias in the first global route: 851
FF+latch area: 0 µm²
DR iter-0 viols: 6
Final Cycle Share: 0.9746
# Cells Yosys: 113
CP max FO: 2
Fin crit period: 3.606 ns
Top area cell types: ha_1, inv_1, a211oi_1
Worst Setup Start Kind: input port
Worst IR Drop VDD: 0.00005193 V
Start point of the worst hold path: DATA2[1]
Type of the worst min-delay path: input port to output port
# rows: 21
Crit path kind: input port to output port
Syn Std Cell Area: 803.3 µm²
Placed cell area: 0.001200 mm²
Yosys top cell by area: ha_1
Worst-Margin Slew: 0.2986 ns
YS chip area: 803.3 µm²
Fin. Hold Viols: 0
Status: completed
Die width: 80 µm
Slew Viols, Final: 0
Critical path arrival: 2.87 ns
Overall Power: 0.1545 mW
Ant diodes: 0
Design area: 0.001252 mm²
LEAKAGE: 0.5792 nW
Worst hold endpoint: ZERO[0]
Critical Path RT: 2.96 ns
Highest clock rate: 277.3 MHz
Routed length per instance: 10.98 µm
Routed WL: 2130 µm
Syn Inst Count: 113
Placer congestion estimate: 0.8846
# DRC: 0
YS warnings: 1
Layout clock buffers: 0
Initial antenna violation count: 0
Log Warnings: 40
Global-route wire length before repair: 3698 µm
DR pass1 iterations: 4
Hold path depth: 6
Fp_density: 0.2352
Port Buffers: 28
[worst max-delay path: stages]
cell             delay (ns)
dlygate4sd2_1          0.25
ha_2                   0.20
fa_2                   0.37
xnor2_2                0.16
buf_4                  0.13
mux4_2                 0.44
nor2_1                 0.11
clkdlybuf4s50_1        0.46
[cell families after synthesis]
kind of cell / Yosys count / share of synthesized area
compound gates: 34 / 0.2866
xor+xnor: 4 / 0.04362
fa+ha+maj: 17 / 0.2741
buf+inv: 24 / 0.1230
mux: 4 / 0.06853
simple gates: 30 / 0.2041
[worst max path at each step]
stage / from / end / slack, ns / cells after the start
after CTS: DATA2[2] / RESULT[2] / 0.04 / 8
after global routing: DATA1[6] / RESULT[7] / 0.02 / 9
final: DATA2[0] / RESULT[2] / 0.09 / 8
[per-layer routing]
metal | track usage | wire length (µm) | vias to the layer above
met1 | 0.08383 | 987 | 370
li1 | - | - | 467
met5 | 0 | 0 | -
met2 | 0.1228 | 978 | 17
met3 | 0.01136 | 164 | 0
met4 | 0 | 0 | 0
[Yosys cell counts (2+ instances only)]
library cell	count
nor3_1	2
a211oi_2	3
nor2_1	11
a21oi_1	7
nor4b_2	2
xnor2_1	3
mux2_2	2
clkbuf_1	4
a211oi_1	7
a31oi_1	3
o21bai_1	2
nand2_1	7
o21ai_0	9
inv_1	18
ha_1	16
[cell type report]
class / instances / area (µm²)
fillers: 357 / 2163
multi-input cells: 89 / 759.5
repair buffers: 41 / 367.9
inverters: 18 / 67.56
well taps: 46 / 57.56
[through the flow]
stage / setup WS [ns] / hold WS (ns)
2_1_floorplan: 0.7006 / 1.639
3_3_place_gp: -0.3686 / 2.612
3_5_place_dp: -0.3464 / 2.612
4_1_cts: 0.04249 / 2.250
5_1_grt: 0.01733 / 2.246
6_report: 0.09386 / 2.162
[repair_timing]
item | CTS | global route
endpoints found under the setup margin | 5 | 5
pin swaps | 10 | 2
buffers inserted | 1 | 0
gates resized | 17 | 5
hold endpoints to repair | 0 | 0
[power by group]
group / total, mW / switching (mW) / leakage (nW) / internal, mW
registers: 0 / 0 / 0 / 0
logic: 0.154 / 0.0684 / 0.579 / 0.0861
clock network: 0 / 0 / 0 / 0
Power figures rest on the tool's default switching activity, not on a simulated workload.
